## /design/flow/run.sh

```bash
#!/bin/bash
# OpenROAD 26Q1-2900-gdf79404cd8, Yosys 0.63+post, stock flow scripts
make -C /OpenROAD-flow-scripts/flow DESIGN_CONFIG=/design/flow/config.mk WORK_HOME=/design/flow/orfs finish
```

## /design/flow/config.mk

```make
export PLATFORM = sky130hd
export DESIGN_NAME = sevenseg
export DESIGN_NICKNAME = sevenseg
export VERILOG_FILES = /design/flow/design.v
export SDC_FILE = /design/flow/constraint.sdc
export NUM_CORES = 4
export LEC_CHECK = 1
export CORE_AREA = 10 10 91 91
export DIE_AREA = 0 0 101 101
```

## /design/flow/constraint.sdc

```tcl
current_design sevenseg

set clk_period 2.1
set clk_io_pct 0.2

create_clock -name clk0 -period $clk_period [get_ports {clock}]

set non_clock_inputs [all_inputs -no_clocks]
set_input_delay [expr $clk_period * $clk_io_pct] -clock clk0 $non_clock_inputs
set_output_delay [expr $clk_period * $clk_io_pct] -clock clk0 [all_outputs]
```

## /design/flow/design.v

```verilog
module checkpoint2(input reset,
                   output a_o, b_o, c_o, d_o, e_o, f_o, g_o,
                   output [2:0] display				   
				  );
	OSCH #("2.08") osc_int(
		.STDBY(1'b0),
		.OSC(osc),
		.SEDSTDBY());
	sevenseg seven(
	               .reset(reset),
				   .clock(osc),
				   .a_o(a_o),
				   .b_o(b_o),
				   .c_o(c_o),
				   .d_o(d_o),
				   .e_o(e_o),
				   .f_o(f_o),
				   .g_o(g_o),
				   .out(display)
				   );
endmodule
module sevenseg(
	               input reset,
				   input clock,
	               output a_o, b_o, c_o, d_o, e_o, f_o, g_o,
		           output [2:0] out
				  );
localparam N = 15;
reg [N-1:0] count;
reg [6:0] sseg_temp;
reg [2:0] sel;
always @ (posedge clock or posedge reset)
 begin
  if (reset)
   count <= 0;
  else
   count <= count + 1;
 end
always @ (*)
 begin
  case(count[N-1:N-2]) 
  2'b00 :  
	begin    
	 sel[0] = 0;
	 sel[1] = 0;
	 sel[2] = 0; 
     sseg_temp = 7'b1111001; 	 
    end
  2'b01:  
    begin  
	 sel[0] = 1;
	 sel[1] = 0;
	 sel[2] = 0;
	 sseg_temp = 7'b0100100;
    end
  2'b10:   
    begin  
	 sel[0] = 1;
	 sel[1] = 1;
	 sel[2] = 0;
	 sseg_temp = 7'b0100100; 
    end
  2'b11:   
    begin  
	 sel[0] = 0;
	 sel[1] = 0;
	 sel[2] = 1;
	 sseg_temp = 7'b0110000;
    end
  endcase
 end
assign out = sel;
assign {g_o, f_o, e_o, d_o, c_o, b_o, a_o} = sseg_temp;
endmodule
```

==> impl_metrics.prom <==
# HELP chip_impl_metric Implementation results
# TYPE chip_impl_metric gauge
chip_impl_metric{name="cp.arrival",unit="ps"} 1550
chip_impl_metric{name="ir_worst_vdd",unit="V"} 0.0002550
chip_impl_metric{name="internal-power",unit="mW"} 0.4219
chip_impl_info{name="clk_root_buffer_cell",value="sky130_fd_sc_hd__clkbuf_8"} 1
chip_impl_metric{name="synth_stat.cells",unit=""} 67
chip_impl_metric{name="post_synth_edffs",unit=""} 0
chip_impl_metric{name="pwr-share-clk",unit="%"} 43.4
chip_impl_metric{name="worst-slew-pin-transition",unit="ps"} 559.6
chip_impl_metric{name="finalSetupTns",unit="ps"} 0
chip_impl_metric{name="grt_start_max_net_pins",unit=""} 16
chip_impl_metric{name="portion_of_total_power_attributed_to_sequential_cells",unit="%"} 55.2
chip_impl_metric{name="insertion_delay",unit="ps"} 250
chip_impl_metric{name="track_usage",unit="%"} 2.550
chip_impl_metric{name="yosys.cell_types.count",unit=""} 16
chip_impl_info{name="flip_flop_cell_with_the_highest_count_after_synthesis",value="sky130_fd_sc_hd__dfrtp_1"} 1
chip_impl_metric{name="routabilityCongestion",unit=""} 0.7449
chip_impl_metric{name="top_achievable_clock_speed",unit="MHz"} 508.1
chip_impl_metric{name="die.size.y",unit="um"} 101
chip_impl_info{name="crit_slowest_cell",value="sky130_fd_sc_hd__clkdlybuf4s50_1"} 1
chip_impl_metric{name="grt_pass1_vias",unit=""} 484
chip_impl_metric{name="synth_instances",unit=""} 67
chip_impl_metric{name="routed_wirelength",unit="mm"} 1.180
chip_impl_metric{name="critPathRequiredTime",unit="ps"} 1680
chip_impl_metric{name="first_pass_grt_wire_length",unit="mm"} 2.139
chip_impl_metric{name="area_delta_synth_final",unit="%"} 27.81
chip_impl_metric{name="grt_antenna_before_repair",unit=""} 0
chip_impl_metric{name="asyncSetResetFlopFracSynth",unit="%"} 100.0
chip_impl_metric{name="avgRoutedWirePerCell",unit="um"} 7.662
chip_impl_metric{name="dieArea",unit="mm^2"} 0.01020
chip_impl_info{name="status",value="completed"} 1
chip_impl_metric{name="insertedDiodeCount",unit=""} 0
chip_impl_metric{name="cap_viol_max_count",unit=""} 0
chip_impl_metric{name="io_buffers",unit=""} 9
chip_impl_info{name="largest_cells_by_area",value="sky130_fd_sc_hd__dfrtp_1 50%, sky130_fd_sc_hd__xor2_1 8.1%, sky130_fd_sc_hd__xnor2_1 7.0%, sky130_fd_sc_hd__ha_1 6.6%, sky130_fd_sc_hd__buf_4 5.0%"} 1
chip_impl_metric{name="via_count",unit=""} 465
chip_impl_metric{name="htree_num_levels",unit=""} 1
chip_impl_info{name="top_register",value="count"} 1
chip_impl_metric{name="timing.final.crit_share",unit="%"} 93.72
chip_impl_metric{name="tritoncts_num_sinks",unit=""} 15
chip_impl_metric{name="yosys.stat.chipArea",unit="um^2"} 755.7
chip_impl_info{name="criticalPathCategory",value="flop to output pin"} 1
chip_impl_info{name="crit_path_cell_trace",value="inv_1, ha_1, inv_1, clkdlybuf4s50_1"} 1
chip_impl_metric{name="crit_buf_inv",unit=""} 3
chip_impl_info{name="hp-class",value="flop to flop"} 1
chip_impl_info{name="reg_top3",value="count: 15 flops"} 1
chip_impl_metric{name="fin_skew",unit="ps"} 6.657
chip_impl_metric{name="core.rowCount",unit=""} 29
chip_impl_info{name="worst_path_most_repeated_cell",value="sky130_fd_sc_hd__inv_1"} 1
chip_impl_metric{name="syn_avg_cell_area",unit="um^2"} 11.28
chip_impl_info{name="critical_path.startpoint_type",value="flop"} 1
chip_impl_metric{name="stage_log_warnings",unit=""} 27
chip_impl_metric{name="core_util_at_fp",unit="%"} 11.90
chip_impl_metric{name="setup_viol",unit=""} 0
chip_impl_metric{name="dr.first_iter.drc_count",unit=""} 15
chip_impl_metric{name="report.final.slew_viol_count",unit=""} 0
chip_impl_info{name="path_delay_family",value="buffers and inverters"} 1
chip_impl_metric{name="cts.clk_slew.worst_paths",unit="ps"} 60
chip_impl_metric{name="largest_register_ff_count",unit=""} 15
chip_impl_metric{name="synth_flop_count",unit=""} 15
chip_impl_metric{name="holdWs",unit="ps"} 470.0
chip_impl_metric{name="die_width",unit="um"} 101
chip_impl_metric{name="post_synth_instance_area",unit="um^2"} 755.7
chip_impl_metric{name="min_period",unit="ps"} 1968
chip_impl_metric{name="routed_via_density",unit=""} 3.019
chip_impl_metric{name="global_route.overflow_total",unit=""} 0
chip_impl_metric{name="slew_headroom",unit="%"} 62.65
chip_impl_metric{name="layout_cells_sized_above_1",unit="%"} 15.58
chip_impl_info{name="rsz0062_at_grt",value="no"} 1
chip_impl_metric{name="cell_resize_tally_after_clock_tree_synthesis",unit=""} 0
chip_impl_metric{name="drt_drc_violations_left",unit=""} 0
chip_impl_metric{name="synth_sequential_area_ratio",unit="%"} 49.67
chip_impl_metric{name="power.switching",unit="mW"} 0.1019
chip_impl_metric{name="drt_pass1_iterations",unit=""} 2
chip_impl_metric{name="finalHoldViolCount",unit=""} 0
chip_impl_info{name="top_cells_by_count",value="15 x sky130_fd_sc_hd__dfrtp_1, 8 x sky130_fd_sc_hd__inv_1, 7 x sky130_fd_sc_hd__xor2_1"} 1
chip_impl_metric{name="design.portCount",unit=""} 12
chip_impl_metric{name="ctsLongestPathBuffers",unit=""} 2
chip_impl_metric{name="ys.warnings.count",unit=""} 1
chip_impl_metric{name="static-leakage-power",unit="nW"} 0.4334
chip_impl_info{name="netlist.top_cell.by_instances",value="sky130_fd_sc_hd__dfrtp_1"} 1
chip_impl_metric{name="max_stage_delay",unit="ps"} 460
chip_impl_info{name="worstSetupEndpointType",value="output pin"} 1
chip_impl_info{name="yosys.area.top_type",value="sky130_fd_sc_hd__dfrtp_1"} 1
chip_impl_metric{name="timing.critical_path.fanout_max",unit=""} 3
chip_impl_metric{name="sw_frac_of_total",unit="%"} 19.46
chip_impl_metric{name="p_per_area",unit="mW/mm^2"} 542.4
chip_impl_metric{name="fp.coreArea",unit="mm^2"} 0.006350
chip_impl_metric{name="post-synth-top-area-fraction",unit="%"} 49.67
chip_impl_metric{name="combinational_share_of_power",unit="%"} 1.4
chip_impl_metric{name="cts-buffers-inserted",unit=""} 3
chip_impl_metric{name="postRouteAntennaNets",unit=""} 0
chip_impl_info{name="tritoncts",value="done"} 1
chip_impl_metric{name="hpwlAfterDp",unit="um"} 896.7
worst paths after layout:
| kind | startpoint | to | slack, ps | cells past startpoint |
|---|---|---|---|---|
| min in group asynchronous | reset | count[11] | 530 | 2 |
| hold / removal | count[0] | count[0] | 470 | 1 |
| max in group asynchronous | reset | count[6] | 1200 | 2 |
| setup reg to reg | count[0] | count[14] | 800 | 4 |
| hold reg to reg | count[0] | count[0] | 470 | 1 |
| setup / recovery | count[13] | e_o | 130 | 4 |
power groups by stage:
stage | logic, mW | clock network [mW] | registers [mW]
after CTS | 0.00833 | 0.242 | 0.289
after global routing | 0.00918 | 0.258 | 0.289
final | 0.00739 | 0.227 | 0.289
cells in the final DEF, fill, tap and decap left out:
cell,count
sky130_fd_sc_hd__dfrtp_1,15
sky130_fd_sc_hd__clkdlybuf4s50_1,9
sky130_fd_sc_hd__inv_1,8
sky130_fd_sc_hd__xor2_1,7
sky130_fd_sc_hd__xnor2_1,6
sky130_fd_sc_hd__nor3_1,4
sky130_fd_sc_hd__ha_1,4
sky130_fd_sc_hd__nand3_1,3
sky130_fd_sc_hd__nor4_2,3
sky130_fd_sc_hd__nand2_1,3
sky130_fd_sc_hd__nor2_1,3
sky130_fd_sc_hd__clkbuf_8,3
sky130_fd_sc_hd__conb_1,2
sky130_fd_sc_hd__buf_4,2
sky130_fd_sc_hd__nand3_4,1
sky130_fd_sc_hd__nand3_2,1
sky130_fd_sc_hd__nand4_2,1
sky130_fd_sc_hd__nand4_1,1
sky130_fd_sc_hd__clkinv_2,1
final cells by class:
class | instances | area, um^2
inverters | 8 | 30.03
clock buffers | 3 | 41.29
well taps | 77 | 96.34
fillers | 692 | 5384
multi-input cells | 39 | 312.8
flip-flops and latches | 15 | 375.4
repair buffers | 11 | 105.1
clock inverters | 1 | 5.005
through the flow:
step / util, % / cells / worst slack [ps] / instance area (um^2) / power [mW]
after floorplan: - / 67 / 845.4 / 755.7 / 0.3013
after global placement: 14.25 / 148 / 417.0 / 904.6 / 0.3026
after detailed placement: 14.25 / 148 / 366.3 / 904.6 / 0.3026
after CTS: 14.98 / 152 / 89.02 / 950.9 / 0.5396
after global routing: 15.21 / 154 / 20.28 / 965.9 / 0.5561
final: 15.21 / 154 / 131.8 / 965.9 / 0.5239
metal layers:
layer  share of wire, %  wire length, um  global-route usage [%]
met3                 17              203                   2.148
met5                  0                0                       0
met4                1.6               19                  0.4287
met1                 40              469                   2.822
met2                 41              487                   3.735
timing repair:
item,in CTS,in global routing
hold buffers,0,0
buffers inserted,0,2
endpoints found under the setup margin,0,1
logic make-up (layout without fill, tap and decap cells):
group         count (synthesis)  in the layout  synth area share, %
flops                        15             15                49.67
other cells                   2              2               0.9937
buf+inv                      13             23                8.941
xor+xnor                     13             13                15.07
simple gates                 20             20                18.71
fa+ha+maj                     4              4                6.623
Power is estimated from default activity; no workload was simulated.
